$ cat /design/flow/config.mk
export PLATFORM = sky130hd
export DESIGN_NAME = pes_fpmul
export DESIGN_NICKNAME = pes_fpmul
export VERILOG_FILES = /design/flow/design.v
export SDC_FILE = /design/flow/constraint.sdc
export NUM_CORES = 4
export LEC_CHECK = 1
export CORE_UTILIZATION = 40
$ cat /design/flow/constraint.sdc
current_design pes_fpmul

set clk_period 7.4
set clk_io_pct 0.2

create_clock -name clk0 -period $clk_period [get_ports {clk}]

set non_clock_inputs [all_inputs -no_clocks]
set_input_delay [expr $clk_period * $clk_io_pct] -clock clk0 $non_clock_inputs
set_output_delay [expr $clk_period * $clk_io_pct] -clock clk0 [all_outputs]
$ cat /design/flow/design.v
module pes_fpmul(
input clk,in_ready,
input [10:0] a,b,
output reg [10:0]product,
output reg done
);
reg sign_a,sign_b,sign_p;
reg [5:0] exp_a,exp_b,exp_p;
reg [3:0] man_a,man_b,man_p;
reg [5:0] temp_expa,temp_expb,temp_expp;
reg [4:0] temp_mana,temp_manb;
reg [9:0]temp_manp;
always@(posedge clk) begin
if(a==0||b==0)begin
product=0;
done=1'b1;
end
else begin
if(in_ready)begin
{sign_a,exp_a,man_a}<=a;
{sign_b,exp_b,man_b}<=b;
temp_mana={1'b1,man_a};
temp_manb={1'b1,man_b};
temp_expa=exp_a-6'd31;
temp_expb=exp_b-6'd31;
sign_p=sign_a^sign_b;
temp_expp = temp_expa+temp_expb;
temp_manp = temp_mana*temp_manb;
if(temp_manp[9]) begin
man_p=temp_manp[8:5];
exp_p=temp_expp+6'd32;
product={sign_p,exp_p,man_p};
done=1'b1;
end
else if(temp_manp[9]==0)begin
man_p=temp_manp[7:4];
exp_p=temp_expp+6'd31;
product={sign_p,exp_p,man_p};
done=1'b1;
end
end
end
end
endmodule
$ cat /design/flow/run.sh
#!/bin/bash
# OpenROAD 26Q1-2900-gdf79404cd8, Yosys 0.63+post, stock flow scripts
make -C /OpenROAD-flow-scripts/flow DESIGN_CONFIG=/design/flow/config.mk WORK_HOME=/design/flow/orfs finish
==> results.cfg <==
; yosys + openroad results
[finish]
final_core_util_pct = 52.1
areaGrowthSynthToFinish_pct = 24.0
fillers = 483
layout.cells.non_filler = 304
drive_gt1_share_pct = 8.97
fin_area_sq_um = 2690

[min_path]
hold_class = reg -> reg
worstHoldPathCells = 1

[logic_synthesis]
ys_chip_area_sq_um = 2170
synth_flops = 33
top_cell_area_share_pct = 30.4
yosysMostFrequentCell = ha_1
largest_area_cell = edfxtp_1
ys_cells = 192
edf_count = 22
topCellsByArea = edfxtp_1, ha_1, dfxtp_1, fa_1, inv_1
yosysWarnings = 1
ys_seq_share_pct = 40.6
syn_inst = 192
syn_area_per_cell_sq_um = 11.3
synth_cell_types = 39
synthTopCellsByCount = ha_1, inv_1, edfxtp_1
ys_async_sr_fraction_pct = 0
synthFlopType = edfxtp_1
synthesis.area_sq_um = 2170

[cts]
cts_root_buf = clkbuf_8
cts_made_buffers = 5
cts_tree = done
cts_setup_buffers = 0
clock-sinks = 33
holdBufCountCts = 0
h-tree-depth = 2
clk_path_buf_depth = 2
clock_latency_ns = 0.28
cts_resized = 0
cts.reportedPaths.clkPinSlew_ns = 0.07

[detailed_routing]
wl_microns = 3660
wire_per_inst_microns = 12.0
highest_layer = met4
met2_length_microns = 1640
antenna_left = 0
drc_errors = 0
routed_via_density = 4.89
met3_length_microns = 194
drt-initial-drc-count = 43
firstDrtPassIters = 4
antenna_cells = 0
met1_length_microns = 1780
num_vias = 1488

[pwr]
leakage_nw = 1.16
power_density_nw_per_um2 = 264
peakVddDrop_uv = 113

[floorplanning]
pin_count = 36
die_w_microns = 75.7
rows = 26
coreArea_sq_um = 5170
initial_core_util_pct = 42.0
die_h_microns = 75.7
die_area_sq_um = 5730

[setup_path]
ff2ff_path_depth = 13
end_kind = flop
crit_type = reg -> reg
arrival_ns = 4.41
cp-start-kind = flop
cp_max_fo = 6
worstPathRequired_ns = 7.58

[timing]
max_slew.worst_pin.slew_ns = 0.563
fin_worst_skew_ns = 0.00684
setup_viol = 0
slew_violations = 0
hold_viol_final = 0
relSlewSlack_pct = 61.5
rsz0062_at_grt = no
period_used_pct = 57.2
fin_setup_tns_ns = 0
fin_hold_ws_ns = 0.477
max_freq_mhz = 236
period_needed_ns = 4.24

[global_routing]
grt_use_total_pct = 15.6
grt_overflow = 0
grt_first_pass_wirelength_microns = 6360
grt_pass1_vias = 1438
antenna_found_initial = 0
grt_max_degree = 23

[place]
placed_area_sq_um = 2610
gp_congestion = 0.781
hpwl_microns = 3010
dp.cells = 296
portBuffers = 34

[flow_run]
warnings = 26
max-cap-violations = 0

[status]
status = completed
[power breakdown]
part / total (mW) / switching (mW) / internal (mW) / leakage [nW]
combinational: 0.323 / 0.142 / 0.181 / 0.804
sequential: 0.255 / 0.0197 / 0.235 / 0.308
clock: 0.133 / 0.0686 / 0.0649 / 0.0439
[through the flow]
stage	setup slack (ns)	power [mW]
after floorplan	3.36	0.480
after global placement	3.21	0.586
after detailed placement	3.15	0.585
after CTS	3.14	0.722
after global routing	2.92	0.780
final	3.16	0.711
[final cells by class]
type                       instances  area (sq um)  area share (%)
timing repair buffer              36           355            13.2
tap                               70          87.6            3.25
multi-input combinational        133          1190            44.3
clock buffer                       5          68.8            2.56
sequential                        33           881            32.7
clock inverter                     3          17.5           0.651
inverter                          24          90.1            3.35
[critical path: stages (launching register included)]
cell and delay [ns]:
edfxtp_1 0.46, and2_1 0.19, fa_1 0.50, inv_1 0.05, fa_1 0.49, fa_1 0.51
inv_1 0.04, ha_1 0.35, nand4_1 0.14, o211a_1 0.27, a211oi_2 0.44, nand2_4 0.15
mux2_4 0.32, a22o_1 0.22
[per-layer routing]
metal	up-vias	global-route usage, %
li1	771	-
met4	0	1.85
met3	5	3.89
met5	-	0
met2	40	24.0
met1	672	24.3
[cell usage in the layout, fill, tap and decap left out, drive strengths merged, types with 3 or more instances in the layout]
master         count
edfxtp            22
nand2             10
nor2              10
nor3               3
o211a              3
nand3              6
clkbuf             5
nor4               4
ha                25
a22o               4
a21o               3
fa                 9
and2               8
a21oi              8
nand4              3
dfxtp             11
xnor2             10
clkdlybuf4s50     34
inv               24
a211oi             6
xor2               5
[final timing paths]
| path | end | slack [ns] | from |
|---|---|---|---|
| worst min register to register | product[3] | 0.48 | product[3] |
| worst min-delay path | product[3] | 0.48 | product[3] |
| worst max register to register | product[3] | 3.16 | man_b[3] |
| worst max-delay path | product[3] | 3.16 | man_b[3] |
[cell families after synthesis]
group                    after synthesis  synth area share (%)
AND-OR/OR-AND                         31                  11.5
XOR/XNOR                              15                  6.05
adder cells (fa/ha/maj)               34                  22.7
buffers and inverters                 26                  4.67
flip-flops                            33                  40.6
multiplexers                           4                  2.30
other                                  1                 0.173
AND/OR/NAND/NOR                       48                  12.0
[sequential cells by signal, summed over array words and instances, names as in the netlist]
signal,flops
man_a,4
man_b,4
exp_b,6
product,11
exp_a,6
sign_b,1
sign_a,1
Power and IR drop assume default switching activity.
